$ cat design.v
   parameter D = 256;  
   parameter W = 16;   
parameter t_wr_clk = 17;
parameter t_s = 2;
parameter t_h = 1;
parameter d_c = 0.5;
parameter t_rd_clk = 254;
module b2g (
	    in,
	    out
	    );
   parameter N = 9;
   input wire [N-1:0] in;
   output reg [N-1:0] out;
   integer 	    i;
   always @(*)
     begin
	out[N-1] = in[N-1];                     
	for (i = N-2; i >= 0; i = i - 1)   
	  out[i] = in[i + 1] ^ in[i];      
     end
endmodule
module fifo_async2 (
		    rd_clk_in,
		    wr_clk_in,
		    d_in,
		    wr,
		    rd,
		    d_out,
		    rst,
		    empty,
		    full
		    );
   input wire rd_clk_in;
   input wire wr_clk_in;
   input wire [7:0] d_in;
   input wire 	    wr;
   input wire 	    rd;
   input wire 	    rst;   
   output reg [7:0] d_out;
   output reg 	    empty;
   output reg 	    full;
   reg [7:0] 	    mem [255:0];
   reg [7:0] 	    gr_rd_ptr;
   reg [7:0] 	    gr_wr_ptr;
   wire [7:0] 	    bn_rd_ptr;
   wire [7:0] 	    bn_wr_ptr;
   reg [7:0] 	    bn_rd_ptr_1;
   reg [7:0] 	    bn_wr_ptr_1;
   wire [7:0] 	    gr_rd_ptr_1;
   wire [7:0] 	    gr_wr_ptr_1;
   reg [7:0] 	    gr_rd_ptr_s1;
   reg [7:0] 	    gr_wr_ptr_s1;
   reg [7:0] 	    gr_rd_ptr_s2;
   reg [7:0] 	    gr_wr_ptr_s2;
   wire [7:0] 	    bn_rd_ptr_s2;
   wire [7:0] 	    bn_wr_ptr_s2;
   reg 		    rd_clk;
   reg 		    wr_clk;
   reg [8:0] 	    word_count_wr;
   reg [8:0] 	    word_count_rd;
   reg 		    dir_wr;
   reg 		    dir_rd;
   always @(*)
     begin
	rd_clk <= rd_clk_in;
     end
   always @(*)
     begin
	wr_clk <= wr_clk_in;
     end
   g2b #(8) f1(gr_wr_ptr,bn_wr_ptr);
   always @(*)
     begin
	bn_wr_ptr_1 <= bn_wr_ptr + 'b1;
     end
   b2g #(8) f2(bn_wr_ptr_1,gr_wr_ptr_1);
   always @(posedge wr_clk_in)
     begin
	if (wr == 'b1 && full != 'b1)
	  begin
	     mem[bn_wr_ptr] <= d_in;
	  end
     end
   always @(posedge wr_clk_in or negedge rst)
     begin
	if (rst == 'b0)
	  begin
	     gr_wr_ptr <= 'b0;
	  end
	else
	  begin
	     if (full != 'b1 && wr == 'b1)
	       begin
		  gr_wr_ptr <= gr_wr_ptr_1;
	       end
	  end
     end
   g2b #(8) f3(gr_rd_ptr,bn_rd_ptr);
   always @(*)
     begin
	bn_rd_ptr_1 <= bn_rd_ptr + 'b1;
     end
   b2g #(8) f4(bn_rd_ptr_1,gr_rd_ptr_1);
   always @(posedge rd_clk_in)
     begin
	if (rd == 'b1 && empty != 'b1)
	  begin
	     d_out <= mem[bn_rd_ptr];
	  end
     end
   always @(posedge rd_clk_in or negedge rst)
     begin
	if (rst == 'b0)
	  begin
	     gr_rd_ptr <= 'b0;
	  end
	else
	  begin
	     if (empty != 'b1  && rd == 'b1)
	       begin
		  gr_rd_ptr <= gr_rd_ptr_1;
	       end
	  end
     end  
   always @(posedge wr_clk_in)
     begin
	gr_rd_ptr_s1 <= gr_rd_ptr;
     end
   always @(posedge wr_clk_in)
     begin
	gr_rd_ptr_s2 <= gr_rd_ptr_s1;
     end
   always @(posedge rd_clk_in)
     begin
	gr_wr_ptr_s1 <= gr_wr_ptr;
     end
   always @(posedge rd_clk_in)
     begin
	gr_wr_ptr_s2 <= gr_wr_ptr_s1;
     end
   g2b #(8) f5(.in(gr_rd_ptr_s2),.out(bn_rd_ptr_s2));
   g2b #(8) f6(.in(gr_wr_ptr_s2),.out(bn_wr_ptr_s2));   
   always @(*)   
     begin
	if (bn_wr_ptr == bn_rd_ptr_s2 && dir_wr == 1'b1)
	  begin
	     full <= 'b1;
	  end
	else
	  begin
	     full <= 'b0;
	  end
     end  
   always @(*)   
     begin
	if (bn_wr_ptr_s2 == bn_rd_ptr && dir_rd == 1'b0)
	  begin
	     empty <= 'b1;
	  end
	else
	  begin
	     empty <= 'b0;
	  end
     end  
   always @(posedge wr_clk_in or negedge rst)
     begin
	if (rst == 'b0)
	  begin
	     word_count_wr <= 'b0;
	  end
	else
	  begin
	     if (bn_wr_ptr > bn_rd_ptr_s2)
	       begin
		  word_count_wr <= bn_wr_ptr - bn_rd_ptr_s2 + 1'b1;
	       end
	     else if (bn_wr_ptr < bn_rd_ptr_s2)
	       begin
		  word_count_wr <= 'd256 - (bn_rd_ptr_s2 - bn_wr_ptr) + 1'b1;
	       end
	  end
     end  
   always @(posedge rd_clk_in or negedge rst)
     begin
	if (rst == 'b0)
	  begin
	     word_count_rd <= 'b0;
	  end
	else
	  begin
	     if (bn_wr_ptr_s2 > bn_rd_ptr)
	       begin
		  word_count_rd <= bn_wr_ptr_s2 - bn_rd_ptr + 1;
	       end
	     else if (bn_wr_ptr_s2 < bn_rd_ptr)
	       begin
		  word_count_rd <= 'd256 -(bn_rd_ptr - bn_wr_ptr_s2) + 1;
	       end
	  end
     end  
   always @(posedge wr_clk_in or negedge rst)
     begin
	if (rst == 'b0)
	  begin
	     dir_wr <= 'b0;
	  end
	else
	  begin
	     if (word_count_wr != 'b0)
	       begin
		  if (word_count_wr > 192)
		    begin
		       dir_wr <= 1'b1;
		    end
		  else
		    begin
		       dir_wr <= 1'b0;
		    end
	       end
	  end  
     end  
   always @(posedge rd_clk_in or negedge rst)
     begin
	if (rst == 'b0)
	  begin
	     dir_rd <= 'b0;
	  end
	else
	  begin
	     if (word_count_rd != 'b0)
	       begin
		  if (word_count_rd < 64)
		    begin
		       dir_rd <= 1'b0;
		    end
		  else
		    begin
		       dir_rd <= 1'b1;
		    end
	       end  
	  end
     end  
endmodule
module g2b (
	    in,
	    out
	    );
   parameter N = 9;
   input wire [N-1:0] in;
   output reg [N-1:0] out;
   integer 	    i;
   always @(*)
     begin
	out[N-1] = in[N-1];                     
	for (i = N-2; i >= 0; i = i - 1)   
	  out[i] = out[i + 1] ^ in[i];      
     end
endmodule
$ cat run.sh
#!/bin/bash
# OpenROAD 26Q1-2900-gdf79404cd8, Yosys 0.63+post, stock flow scripts
make -C /OpenROAD-flow-scripts/flow DESIGN_CONFIG=/design/flow/config.mk WORK_HOME=/design/flow/orfs finish
$ cat config.mk
export PLATFORM = sky130hd
export DESIGN_NAME = fifo_async2
export DESIGN_NICKNAME = fifo_async2
export VERILOG_FILES = /design/flow/design.v
export SDC_FILE = /design/flow/constraint.sdc
export NUM_CORES = 4
export LEC_CHECK = 1
export CORE_UTILIZATION = 40
$ cat constraint.sdc
current_design fifo_async2

set clk_period 65.7
set clk_io_pct 0.2

create_clock -name clk0 -period $clk_period [get_ports {rd_clk_in}]
create_clock -name clk1 -period $clk_period [get_ports {wr_clk_in}]

set non_clock_inputs [all_inputs -no_clocks]
set_input_delay [expr $clk_period * $clk_io_pct] -clock clk0 $non_clock_inputs
set_output_delay [expr $clk_period * $clk_io_pct] -clock clk0 [all_outputs]
==> results.txt <==
run metrics: status=finished clean, Core Footprint=0.207 mm2, Clock Skews=between 0.03 and 0.04 ns, Post-Syn Area=0.0832 mm2, Post-CTS Setup Repair Bufs=0, DRC violations left=0, Critical Path Source=gr_rd_ptr[7]$_DFFE_PN0P_, dpl ws=44.25 ns, max cap viols=0, Async SR Flop Fraction=0.0169, Antenna Nets Post-Route=0, Synth Flop Type=edfxtp_1, Worst slew margin=0.382, GRT Total Usage=0.208, WP data arrival=8.53 ns, io pins=23, CTS sink cnt=around 2,100, MUX share of area=0.175, R2R depth=25, OpenROAD warning count=~44, die area=around 0.21 mm2, most common cell after layout, fill and taps aside=edfxtp_1, share of post-route cells with drive strength above 1=0.277, yosys synthesis chip area=0.0832 mm2, hold_sp=gr_rd_ptr_s1[3]$_DFF_P_, setup_tns=0 ns, CP peak stage delay=roughly 0.80 ns, die y size=458 um, RSZ-0062 raised after global routing=no, FF+latch count, synth=around 2,100, FP Util=0.402, DR iter-0 viols=2,189, DR WL met2=91,900 um, Tightest Pin Transition=0.923 ns, synth unique cells=about 60, Synth Area in XOR/XNOR=0.00621, Area Overhead vs Synth=13.0%, vias=37,800, cells after synthesis=approximately 3,700, Worst R2R Start=gr_rd_ptr[7]$_DFFE_PN0P_, largest net degree at the start of global routing=100, Via density=5.58, Worst Setup End Kind=output port, first-pass GRT wire length=286,000 um, # setup viols final=0, DRT met1 WL=67,000 um, Crit Reg-Reg Endpoint=d_out[4]$_DFFE_PP_, Detail Placement HPWL=between 100,000 and 150,000 um, Top delay family on crit path=adder cells, uppermost layer routed=met5, Critical Path RT=between 50 and 60 ns, Clk pin slew, worst setup/hold paths=roughly 0.070 ns, antenna violations before repair=3, Port Buffer Count=21, Placer Congestion=between 0.8 and 0.9, most frequent cells in the layout=2,056 x edfxtp_1, 638 x mux4_2, 213 x clkbuf_16, 208 x nor2_1, 153 x buf_4, Simple Share, Synth=0.0212, Slew Limit Fails=0, most frequent CP cell=inv_1, Final Util=0.455, Synth Warn #=3, Hold Path Class=flop to flop, setup slack after layout=44.03 ns, Mean Syn Cell Area=22.4 um2, vias in the first global route=between 40,000 and 50,000, Die W=458 um, CTS Hold Buffers Added=8, Slowest-stage cell, CP=ha_4, start-to-end type of the worst setup path=flop to output port, Logic family by area=multiplexers, endpoints failing hold=0, yosys adder share=0.00993, post-synthesis sequential area ratio=0.761, yosys cell count=between 3,000 and 4,000, worst path bufs/invs=9, Routed WL=193,000 um, met3 WL=roughly 28,000 um, CP cell instances=inv_1, nand2_1, nand2_1, ha_1, clkinv_1, ha_1, inv_1, buf_4, ha_1, inv_8, ha_4, inv_1, ha_4, inv_1, ha_4, inv_1, ha_1, nand4_1, or3_1, nor2_1, clkdlybuf4s50_1, Gates resized, CTS repair=0, Compound Share, Synth=0.0119, Hold EP=gr_rd_ptr_s2[3]$_DFF_P_, hold-critical path depth=0, Setup crit start kind=flop, EDFF count, synth=2,056, Congestion Overflow GR=0, CTS tree=yes, CP max FO=46, routed len/inst=28.5 um, row count=around 170, TritonRoute pass-1 iters=5, reg2reg setup slack=roughly 54 ns
[synth_stat cells (8+ instances only)]
cell | count | share of area
nand2_1 | 69 | 0.0031
dfrtp_1 | 36 | 0.011
buf_1 | 21 | 0.00095
mux2_2 | 13 | 0.0018
dfxtp_1 | 32 | 0.0077
o21ai_0 | 13 | 0.00078
xnor2_1 | 31 | 0.0033
a22oi_1 | 31 | 0.0028
nand3_1 | 29 | 0.0017
a21oi_1 | 22 | 0.0013
buf_6 | 14 | 0.0019
edfxtp_1 | 2056 | 0.74
a22o_1 | 14 | 0.0015
inv_1 | 57 | 0.0026
xor2_1 | 17 | 0.0018
ha_1 | 54 | 0.0081
nor2_1 | 213 | 0.0096
clkbuf_1 | 112 | 0.0051
buf_2 | 59 | 0.0035
o22ai_1 | 8 | 0.00060
a221oi_1 | 12 | 0.0013
mux4_2 | 638 | 0.17
nor3_1 | 67 | 0.0040
[flip-flops by register name (all words and copies together) (netlist names), named ones only]
register / flops
d_out: 8
dir_rd: 1
dir_wr: 1
gr_rd_ptr: 7
gr_rd_ptr_s1: 8
gr_rd_ptr_s2: 8
gr_wr_ptr: 7
gr_wr_ptr_s1: 8
gr_wr_ptr_s2: 8
mem: 2048
word_count_rd: 9
word_count_wr: 9
[worst register-to-register path: cells and delay by family, from the launching register on]
family                   cells  cell delay, ns
AND/OR/NAND/NOR              2            0.44
adder cells (fa/ha/maj)      6            3.91
multiplexers                 2            1.17
flip-flops                   1            0.49
AND-OR/OR-AND                4            1.29
buffers and inverters       11            4.18
[stage by stage]
stage / hold WS, ns / instances / cell area, um2
3_3_place_gp: 0.314 / 6379 / 87100
5_1_grt: 0.342 / 6779 / 94000
4_1_cts: 0.297 / 6778 / 94000
6_report: 0.332 / 6779 / 94000
3_5_place_dp: 0.314 / 6379 / 87100
2_1_floorplan: 0.310 / 3710 / 83200
[cell families (layout without fill, tap and decap cells)]
kind of cell	Yosys count	after routing
mux	658	658
fa+ha+maj	62	62
buf+inv	272	636
xor+xnor	52	52
compound gates	139	139
simple gates	403	403
flops	2124	2124
other cells	0	1
[worst max path at each step]
stage,to,slack (ns),depth (start not counted)
CTS,empty,43.91,20
global route,empty,43.44,21
finish,empty,44.03,21
[layer usage]
layer / track usage / vias to the layer above
li1: - / 16000
met5: 0.0106 / -
met1: 0.276 / 19600
met3: 0.139 / 314
met2: 0.301 / 1872
met4: 0.0501 / 12
[final cells by class]
type,instances,area (um2)
diodes,1,2.50
well taps,2704,3380
inverters,59,229
multi-input cells,1314,18800
flip-flops and latches,2124,63300
clock inverters,137,1310
clock buffers,254,5480
repair buffers,186,1550
fillers,16800,113000
