$ cat /design/flow/run.sh
#!/bin/bash
# OpenROAD 26Q1-2900-gdf79404cd8, Yosys 0.63+post, stock flow scripts
make -C /OpenROAD-flow-scripts/flow DESIGN_CONFIG=/design/flow/config.mk WORK_HOME=/design/flow/orfs finish
$ cat /design/flow/config.mk
export PLATFORM = sky130hd
export DESIGN_NAME = fifo_combo
export DESIGN_NICKNAME = fifo_combo
export VERILOG_FILES = /design/flow/design.v
export SDC_FILE = /design/flow/constraint.sdc
export NUM_CORES = 4
export LEC_CHECK = 1
export CORE_UTILIZATION = 50
$ cat /design/flow/constraint.sdc
current_design fifo_combo

set clk_period 49.3
set clk_io_pct 0.2

create_clock -name clk0 -period $clk_period [get_ports {rd_clk_in}]
create_clock -name clk1 -period $clk_period [get_ports {wr_clk_in}]

set non_clock_inputs [all_inputs -no_clocks]
set_input_delay [expr $clk_period * $clk_io_pct] -clock clk0 $non_clock_inputs
set_output_delay [expr $clk_period * $clk_io_pct] -clock clk0 [all_outputs]
$ cat /design/flow/design.v
   parameter D = 256;  
   parameter W = 16;   
parameter t_wr_clk = 17;
parameter t_s = 2;
parameter t_h = 1;
parameter d_c = 0.5;
parameter t_rd_clk = 254;
module b2g (
	    in,
	    out
	    );
   parameter N = 9;
   input wire [N-1:0] in;
   output reg [N-1:0] out;
   integer 	    i;
   always @(*)
     begin
	out[N-1] = in[N-1];                     
	for (i = N-2; i >= 0; i = i - 1)   
	  out[i] = in[i + 1] ^ in[i];      
     end
endmodule
module fifo_combo (
		   rd_clk_in,
		   wr_clk_in,
		   d_in,
		   wr,
		   rd,
		   d_out,
		   rst,
		   empty,
		   full
		   );
   input wire rd_clk_in;
   input wire wr_clk_in;
   input wire [7:0] d_in;
   input wire wr;
   input wire rd;
   input wire rst;   
   output reg [7:0] d_out;
   output reg empty;
   output reg full;
   reg [7:0]  mem [255:0];
   reg [7:0] 	    gr_rd_ptr;
   reg [7:0] 	    gr_wr_ptr;
   wire [7:0] 	    bn_rd_ptr;
   wire [7:0] 	    bn_wr_ptr;
   reg [7:0] 	    bn_rd_ptr_1;
   reg [7:0] 	    bn_wr_ptr_1;
   wire [7:0] 	    gr_rd_ptr_1;
   wire [7:0] 	    gr_wr_ptr_1;
   reg [7:0] 	    gr_rd_ptr_s1;
   reg [7:0] 	    gr_wr_ptr_s1;
   reg [7:0] 	    gr_rd_ptr_s2;
   reg [7:0] 	    gr_wr_ptr_s2;
   wire [7:0] 	    bn_rd_ptr_s2;
   wire [7:0] 	    bn_wr_ptr_s2;
   reg 		    rd_clk;
   reg 		    wr_clk;
   reg [8:0] 	    word_count_wr;
   reg [8:0] 	    word_count_rd;
   reg 		    dir_wr;
   reg 		    dir_rd;
   always @(*)
     begin
	rd_clk <= rd_clk_in;
     end
      always @(*)
     begin
	wr_clk <= wr_clk_in;
     end
   g2b #(8) f1(gr_wr_ptr,bn_wr_ptr);
   always @(*)
     begin
	bn_wr_ptr_1 <= bn_wr_ptr + 'b1;
     end
   b2g #(8) f2(bn_wr_ptr_1,gr_wr_ptr_1);
   always @(posedge wr_clk_in)
     begin
	if (wr == 'b1 && full != 'b1)
	  begin
	     mem[bn_wr_ptr] <= d_in;
	  end
     end
   always @(posedge wr_clk_in or negedge rst)
     begin
	if (rst == 'b0)
	  begin
	     gr_wr_ptr <= 'b0;
	  end
	else
	  begin
	     if (full != 'b1 && wr == 'b1)
	       begin
		  gr_wr_ptr <= gr_wr_ptr_1;
	       end
	  end
     end
   g2b #(8) f3(gr_rd_ptr,bn_rd_ptr);
   always @(*)
     begin
	bn_rd_ptr_1 <= bn_rd_ptr + 'b1;
     end
   b2g #(8) f4(bn_rd_ptr_1,gr_rd_ptr_1);
   always @(posedge rd_clk_in)
     begin
	if (rd == 'b1 && empty != 'b1)
	  begin
	     d_out <= mem[bn_rd_ptr];
	  end
     end
   always @(posedge rd_clk_in or negedge rst)
     begin
	if (rst == 'b0)
	  begin
	     gr_rd_ptr <= 'b0;
	  end
	else
	  begin
	     if (empty != 'b1  && rd == 'b1)
	       begin
		  gr_rd_ptr <= gr_rd_ptr_1;
	       end
	  end
     end  
   always @(posedge wr_clk_in)
     begin
	gr_rd_ptr_s1 <= gr_rd_ptr;
     end
   always @(posedge wr_clk_in)
     begin
	gr_rd_ptr_s2 <= gr_rd_ptr_s1;
     end
   always @(posedge rd_clk_in)
     begin
	gr_wr_ptr_s1 <= gr_wr_ptr;
     end
   always @(posedge rd_clk_in)
     begin
	gr_wr_ptr_s2 <= gr_wr_ptr_s1;
     end
   g2b #(8) f5(.in({1'b0,gr_rd_ptr_s2}),.out(bn_rd_ptr_s2));
   g2b #(8) f6(.in({1'b0,gr_wr_ptr_s2}),.out(bn_wr_ptr_s2));   
   always @(*)   
     begin
	if (bn_wr_ptr == bn_rd_ptr_s2 && dir_wr == 1'b1)
	  begin
	     full <= 'b1;
	  end
	else
	  begin
	     full <= 'b0;
	  end
     end  
   always @(*)   
     begin
	if (bn_wr_ptr_s2 == bn_rd_ptr && dir_rd == 1'b0)
	  begin
	     empty <= 'b1;
	  end
	else
	  begin
	     empty <= 'b0;
	  end
     end  
   always @(posedge wr_clk_in or negedge rst)
     begin
	if (rst == 'b0)
	  begin
	     word_count_wr <= 'b0;
	  end
	else
	  begin
	     if (bn_wr_ptr > bn_rd_ptr_s2)
	       begin
		  word_count_wr <= bn_wr_ptr - bn_rd_ptr_s2 + 1'b1;
	       end
	     else if (bn_wr_ptr < bn_rd_ptr_s2)
	       begin
		  word_count_wr <= 'd256 - (bn_rd_ptr_s2 - bn_wr_ptr) + 1'b1;
	       end
	  end
     end  
   always @(posedge rd_clk_in or negedge rst)
     begin
	if (rst == 'b0)
	  begin
	     word_count_rd <= 'b0;
	  end
	else
	  begin
	     if (bn_wr_ptr_s2 > bn_rd_ptr)
	       begin
		  word_count_rd <= bn_wr_ptr_s2 - bn_rd_ptr + 1;
	       end
	     else if (bn_wr_ptr_s2 < bn_rd_ptr)
	       begin
		  word_count_rd <= 'd256 -(bn_rd_ptr - bn_wr_ptr_s2) + 1;
	       end
	  end
     end  
   always @(posedge wr_clk_in or negedge rst)
     begin
	if (rst == 'b0)
	  begin
	     dir_wr <= 'b0;
	  end
	else
	  begin
	     if (word_count_wr != 'b0)
	       begin
		  if (word_count_wr > 192)
		    begin
		       dir_wr <= 1'b1;
		    end
		  else
		    begin
		       dir_wr <= 1'b0;
		    end
	       end
	  end  
     end  
   always @(posedge rd_clk_in or negedge rst)
     begin
	if (rst == 'b0)
	  begin
	     dir_rd <= 'b0;
	  end
	else
	  begin
	     if (word_count_rd != 'b0)
	       begin
		  if (word_count_rd < 64)
		    begin
		       dir_rd <= 1'b0;
		    end
		  else
		    begin
		       dir_rd <= 1'b1;
		    end
	       end  
	  end
     end  
endmodule
module g2b (
	    in,
	    out
	    );
   parameter N = 9;
   input wire [N-1:0] in;
   output reg [N-1:0] out;
   integer 	    i;
   always @(*)
     begin
	out[N-1] = in[N-1];                     
	for (i = N-2; i >= 0; i = i - 1)   
	  out[i] = out[i + 1] ^ in[i];      
     end
endmodule
==> run summary <==
Status: completed
Drt via density: 6.01
Chip area: 168,000 um2
Most used flip-flop cell: edfxtp_1
Number of max-cap violations: 0
Worst Tran Pin Value: 0.953 ns
Non-Filler Cell Area, Final: 93,500 um2
EDFF count, synth: 2,056
Worst Path Arrival: 8.38 ns
Synth Instances: 3,710
Port Buffers: 21
Routed wire per std cell: 31.1 um
Worst setup EP type: output pin
CP max FO: 37
FF/Latch Area: 63,300 um2
YS chip area: 83,200 um2
# IOs: 23
Worst Setup SP: gr_rd_ptr[7]$_DFFE_PN0P_
Total GRT Usage: 0.272
Reg-to-reg startpoint: gr_rd_ptr[7]$_DFFE_PN0P_
# Cells Yosys: 3,710
Worst r2r dst: d_out[5]$_DFFE_PP_
Critical path startpoint category: flop
Layout area overhead: 12.3%
RSZ-0062 raised after global routing: no
Fin worst setup slack: 31.06 ns
Core Region: 165,000 um2
Post-Syn Area per Cell: 22.4 um2
Setup slack, reg-to-reg: 38.18 ns
Placed Area: 86,600 um2
Crit Path Category: flop to output pin
Drt pass-1 iters: 22
Die H: 410 um
Total negative slack: 0 ns
Worst Hold Class: flop to flop
Clk slew on worst S/H paths: 0.07 ns
First-pass GRT wire length: 287,000 um
Slew headroom: 0.362
# Post-CTS Setup Buffers: 0
Remaining antenna violation count: 0
Seq share, synth: 0.761
Site row count: 149
Synth Register Bits: 2,124
Hold depth: 0
Placer Congestion: 0.882
Highest-count logic cell in the final layout: edfxtp_1
Critical path required time: 39.44 ns
Antenna violations before repair: 3
Post-DP HPWL: 117,000 um
Die X: 410 um
OpenROAD warnings: 47
Vias in the first global route: 41,695
MI comb area: 18,800 um2
FP Util: 0.504
Via count: 37,779
Final hold vios: 0
Pre-CTS worst setup slack: 31.44 ns
Max-slew violations: 0
Distinct lib cells: 59
Residual DRC: 0
Worst hold start: gr_wr_ptr_s1[1]$_DFF_P_
Most common logic cells in the final layout: 2,056 x edfxtp_1, 638 x mux4_2, 216 x clkbuf_16
Worst Skew: 0.0273 ns
Asr flop ratio synth: 0.0169
Remaining Overflow, GRT: 0
Reg2Reg Depth: 24
DRT iter0 DRCs: 2,478
Synth Warn #: 5
Total Wirelength: 195,000 um
TritonCTS clock tree: done
Mapped Area: 83,200 um2
Final hold slack: 0.337 ns
Share of cells above drive strength 1: 0.283
Hold Path End: gr_wr_ptr_s2[1]$_DFF_P_
Filler cells: 11,894
Largest net degree at the start of global routing: 101
Final setup fails: 0
# clock sinks: 2,124
state kept, by name, summed over array words and instances (netlist names), named ones only:
name and flops:
gr_wr_ptr_s1 8, word_count_rd 9, gr_rd_ptr_s1 8, mem 2048, dir_wr 1, gr_rd_ptr 7
d_out 8, gr_rd_ptr_s2 8, gr_wr_ptr 7, gr_wr_ptr_s2 8, word_count_wr 9, dir_rd 1
per-stage QoR:
| stage | std cells | util |
|---|---|---|
| 2_1_floorplan | 3710 | - |
| 3_3_place_gp | 5878 | 0.525 |
| 3_5_place_dp | 5878 | 0.525 |
| 4_1_cts | 6279 | 0.566 |
| 5_1_grt | 6279 | 0.566 |
| 6_report | 6282 | 0.566 |
worst max-delay path by stage:
stage            to  slack [ns]  cells after the start
CTS           empty       31.07                     21
global route  empty       30.39                     21
finish        empty       31.06                     21
area by class of cell:
class                   count  area share
flip-flops and latches   2124       0.677
clock buffers             266      0.0598
multi-input cells        1314       0.201
repair buffers            200      0.0179
clock inverters           127      0.0125
well taps                2189      0.0293
inverters                  59     0.00245
diodes                      3   0.0000803
layer usage:
metal,track usage,vias to the layer above,part of all wire
li1,-,16026,-
met1,0.403,19487,0.34
met2,0.374,1981,0.47
met3,0.193,273,0.16
met4,0.0440,12,0.020
met5,0.0227,-,0.0028
cells in the mapped netlist, drive strengths merged, types with 32 or more instances:
| cell type | number | share of area |
|---|---|---|
| dfrtp | 36 | 0.011 |
| clkbuf | 112 | 0.0051 |
| xnor2 | 33 | 0.0038 |
| dfxtp | 32 | 0.0077 |
| nor2 | 213 | 0.0096 |
| mux4 | 638 | 0.17 |
| ha | 54 | 0.0081 |
| edfxtp | 2056 | 0.74 |
| nand3 | 34 | 0.0027 |
| nand2 | 72 | 0.0035 |
| buf | 101 | 0.0072 |
| inv | 58 | 0.0026 |
| nor3 | 67 | 0.0040 |
worst max-delay path, stage by stage (launching register included):
cell,delay [ns]
dfrtp_1,0.51
inv_1,0.17
nand2_1,0.25
nand2_1,0.17
ha_1,0.50
clkinv_1,0.40
ha_1,0.62
inv_1,0.07
buf_4,0.25
ha_1,0.56
inv_8,0.26
ha_4,0.64
inv_1,0.21
ha_4,0.66
inv_1,0.26
ha_4,0.74
inv_1,0.10
ha_1,0.31
nand4_1,0.07
or3_1,0.40
nor2_1,0.36
clkdlybuf4s50_1,0.54
logic make-up (layout without fill, tap and decap cells):
family	Yosys count	in the layout	share of synthesized area
XOR/XNOR	52	52	0.00621
buffers and inverters	272	652	0.0149
adder cells (fa/ha/maj)	62	62	0.00993
AND-OR/OR-AND	139	139	0.0119
flip-flops	2124	2124	0.761
AND/OR/NAND/NOR	403	403	0.0212
multiplexers	658	658	0.175
other	0	3	0
what timing repair did:
item	CTS	global route
gates resized	0	0
endpoints found under the setup margin	0	0
hold buffers	8	0
hold endpoints to repair	8	0
