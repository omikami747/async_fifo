## ./run.sh

```bash
#!/bin/bash
# OpenROAD 26Q1-2900-gdf79404cd8, Yosys 0.63+post, stock flow scripts
make -C /OpenROAD-flow-scripts/flow DESIGN_CONFIG=/design/flow/config.mk WORK_HOME=/design/flow/orfs finish
```

## ./config.mk

```make
export PLATFORM = sky130hd
export DESIGN_NAME = fifo_async1
export DESIGN_NICKNAME = fifo_async1
export VERILOG_FILES = /design/flow/design.v
export SDC_FILE = /design/flow/constraint.sdc
export NUM_CORES = 4
export LEC_CHECK = 1
export CORE_UTILIZATION = 50
```

## ./constraint.sdc

```tcl
current_design fifo_async1

set clk_period 36.6
set clk_io_pct 0.2

create_clock -name clk0 -period $clk_period [get_ports {rd_clk_in}]
create_clock -name clk1 -period $clk_period [get_ports {wr_clk_in}]

set non_clock_inputs [all_inputs -no_clocks]
set_input_delay [expr $clk_period * $clk_io_pct] -clock clk0 $non_clock_inputs
set_output_delay [expr $clk_period * $clk_io_pct] -clock clk0 [all_outputs]
```

## ./design.v

```verilog
   parameter D = 256;  
   parameter W = 16;   
parameter t_wr_clk = 17;
parameter t_s = 2;
parameter t_h = 1;
parameter d_c = 0.5;
parameter t_rd_clk = 254;
module b2g (
	    in,
	    out
	    );
   parameter N = 9;
   input wire [N-1:0] in;
   output reg [N-1:0] out;
   integer 	    i;
   always @(*)
     begin
	out[N-1] = in[N-1];                     
	for (i = N-2; i >= 0; i = i - 1)   
	  out[i] = in[i + 1] ^ in[i];      
     end
endmodule
module fifo_async1 (
		    rd_clk_in,
		    wr_clk_in,
		    d_in,
		    wr,
		    rd,
		    d_out,
		    rst,
		    empty,
		    full
		    );
   input wire rd_clk_in;
   input wire wr_clk_in;
   input wire [7:0] d_in;
   input wire wr;
   input wire rd;
   input wire rst;   
   output reg [7:0] d_out;
   output reg empty;
   output reg full;
   reg [7:0]  mem [255:0];
   reg [8:0] 	    gr_rd_ptr;
   reg [8:0] 	    gr_wr_ptr;
   wire [8:0] 	    bn_rd_ptr;
   wire [8:0] 	    bn_wr_ptr;
   reg [8:0] 	    bn_rd_ptr_1;  
   reg [8:0] 	    bn_wr_ptr_1;
   wire [8:0] 	    gr_rd_ptr_1;
   wire [8:0] 	    gr_wr_ptr_1;
   reg [8:0] 	    gr_rd_ptr_s1;
   reg [8:0] 	    gr_wr_ptr_s1;
   reg [8:0] 	    gr_rd_ptr_s2;
   reg [8:0] 	    gr_wr_ptr_s2;
   wire [8:0] 	    bn_rd_ptr_s2;
   wire [8:0] 	    bn_wr_ptr_s2;
   reg 		    rd_clk;
   reg 		    wr_clk;
   always @(*)
     begin
	rd_clk <= rd_clk_in;
     end
      always @(*)
     begin
	wr_clk <= wr_clk_in;
     end
   g2b f1(gr_wr_ptr,bn_wr_ptr);
   always @(*)
     begin
	bn_wr_ptr_1 <= bn_wr_ptr + 'b1;
     end
   b2g f2(bn_wr_ptr_1,gr_wr_ptr_1);
   always @(posedge wr_clk_in)
     begin
	if (wr == 'b1 && full != 'b1)
	  begin
	     mem[bn_wr_ptr[7:0]] <= d_in;
	  end
     end
   always @(posedge wr_clk_in or negedge rst)
     begin
	if (rst == 'b0)
	  begin
	     gr_wr_ptr <= 'b0;
	  end
	else
	  begin
	     if (full != 'b1 && wr == 'b1)
	       begin
		  gr_wr_ptr <= gr_wr_ptr_1;
	       end
	  end
     end
   g2b f3(gr_rd_ptr,bn_rd_ptr);
   always @(*)
     begin
	bn_rd_ptr_1 <= bn_rd_ptr + 'b1;
     end
   b2g f4(bn_rd_ptr_1,gr_rd_ptr_1);
   always @(posedge rd_clk_in)
     begin
	if (rd == 'b1 && empty != 'b1)
	  begin
	     d_out <= mem[bn_rd_ptr[7:0]];
	  end
     end
   always @(posedge rd_clk_in or negedge rst)
     begin
	if (rst == 'b0)
	  begin
	     gr_rd_ptr <= 'b0;
	  end
	else
	  begin
	     if (empty != 'b1  && rd == 'b1)
	       begin
		  gr_rd_ptr <= gr_rd_ptr_1;
	       end
	  end
     end  
   always @(posedge wr_clk_in)
     begin
	gr_rd_ptr_s1 <= gr_rd_ptr;
     end
   always @(posedge wr_clk_in)
     begin
	gr_rd_ptr_s2 <= gr_rd_ptr_s1;
     end
   always @(posedge rd_clk_in)
     begin
	gr_wr_ptr_s1 <= gr_wr_ptr;
     end
   always @(posedge rd_clk_in)
     begin
	gr_wr_ptr_s2 <= gr_wr_ptr_s1;
     end
   g2b f5(.in(gr_rd_ptr_s2),.out(bn_rd_ptr_s2));
   g2b f6(.in(gr_wr_ptr_s2),.out(bn_wr_ptr_s2));
   always @(*)   
     begin
	if (bn_rd_ptr_s2[8] ^ bn_wr_ptr[8] && bn_rd_ptr_s2[7:0] == bn_wr_ptr[7:0])
	  begin
	     full <= 'b1;
	  end
	else
	  begin
	     full <= 'b0;
	  end
     end
   always @(*)   
     begin
	if (bn_wr_ptr_s2 == bn_rd_ptr)
	  begin
	     empty <= 'b1;
	  end
	else
	  begin
	     empty <= 'b0;
	  end
     end
endmodule
module g2b (
	    in,
	    out
	    );
   parameter N = 9;
   input wire [N-1:0] in;
   output reg [N-1:0] out;
   integer 	    i;
   always @(*)
     begin
	out[N-1] = in[N-1];                     
	for (i = N-2; i >= 0; i = i - 1)   
	  out[i] = out[i + 1] ^ in[i];      
     end
endmodule
```

==> qor.yml <==
synth_warnings: 3
die_h_um: 408
vias: 39859
mostFrequentLayoutCells: "edfxtp_1, mux4_2, buf_4"
layout_top_cell: "edfxtp_1"
layout_setup_ws_ps: 20750
path_clk_slew_ps: 70
row_count: 148
synth_area_leader_cell: "edfxtp_1"
cp.required_ps: 29280
setup_viol: 0
worstPathArrival_ps: 8530
r2r-start: "gr_rd_ptr[7]"
antenna_found_initial: 3
max-cap-violations: 0
crit_fanout: 47
top_level_ports: 23
status: "complete, no violations"
criticalPathCategory: "reg2out"
core_util_floorplan: 0.505
drt_iter0_markers: 2643
hold_violations: 0
die_w_um: 408
grt_max_degree: 117
core-area_um2: 163000
worst_pin_slew_ps: 1090
ff_type: "edfxtp_1"
ys_async_sr_fraction: 0.00853
clock-skew-final_ps: 31.8
dp_slack_ps: 21120
fillers: 11720
tns_ps: 0
grt_pass1_wl_um: 300000
yosys_area_um2: 82400
synth_seq_share: 0.764
seq_area_um2: 62900
synth-seq-cells: 2110
drive_gt1_frac: 0.274
relSlewSlack: 0.270
edf_count: 2056
hold_class: "reg2reg"
cts_tree: "yes"
rsz0062_at_grt: "false"
gr-total-overflow: 0
cts.sinks: 2110
cts_resized: 0
warning_count: 42
dp_hpwl_um: 124000
ys_top_cells_by_area: "edfxtp_1, mux4_2, nor3_1"
end_kind: "output port"
postCtsSetupBuffers: 0
chip_area_um2: 166000
avgSynthCellArea_um2: 21.3
drt-wirelength-per-cell_um: 31.1
syn_inst: 3871
drtAntennaViolNets: 0
start_kind: "register"
netlist-cell-type-count: 49
drc: 0
wl_um: 204000
grt_pass1_vias: 43689
crit_path_start: "gr_rd_ptr[7]"
io_buffers: 21
place.gp.congestion: 0.944
yosysTopAreaCellShare: 0.750
grt_use_total: 0.285
vias_per_cell: 6.06
hp-start: "gr_wr_ptr_s1[4]"
maxSlewViolCount: 0
area_growth_pct: 13.6
ys_cells: 3871
drt_first_pass_iters: 5
syn_area_um2: 82400
comb_area_um2: 18100
through the flow:
stage,instances,util,instance area (um^2),hold WS (ps)
floorplan,3871,-,82400,310
global placement,6190,0.533,86900,311
detailed placement,6190,0.533,86900,312
CTS,6581,0.573,93500,307
global route,6581,0.573,93500,323
finish,6582,0.573,93500,325
layout make-up:
type	count	area share
flip-flops and latches	2110	0.673
multi-input cells	1493	0.194
clock buffers	267	0.0589
repair buffers	390	0.0332
well taps	2175	0.0291
clock inverters	115	0.0110
inverters	31	0.00135
diodes	1	0.0000268
critical path, cell delays in order, from the launching register on:
cell and delay (ps):
dfrtp_1 430, xnor2_1 440, inv_1 200, ha_1 390
clkinv_1 220, ha_1 510, inv_1 160, ha_1 460
inv_1 190, ha_4 710, inv_6 310, ha_4 660
inv_6 300, ha_4 680, clkinv_1 510, ha_4 740
xnor2_1 210, o211ai_1 100, a21oi_1 160, and3_1 300
clkdlybuf4s50_1 500
worst paths after layout:
path	end	slack [ps]	cells past startpoint
max in group asynchronous	gr_rd_ptr[2]	28890	2
min in group clk1	gr_rd_ptr_s2[0]	330	0
max	empty	20750	20
min	gr_wr_ptr_s2[4]	320	0
min reg2reg	gr_wr_ptr_s2[4]	320	0
max in group clk1	mem[123][7]	26470	7
min in group asynchronous	gr_wr_ptr[5]	6910	2
max reg2reg	d_out[1]	24780	25
metal layers:
metal,part of all wire,track usage,vias to the layer above,routed length [um]
met5,0.00048,0.00374,-,98
met4,0.032,0.0716,4,6630
met3,0.17,0.204,308,34000
met2,0.47,0.392,2231,95300
met1,0.33,0.406,20329,68300
li1,-,-,16987,-
kinds of logic (layout without fill, tap and decap cells):
family / after synthesis / after routing / share of synthesized area
compound gates: 257 / 257 / 0.0207
xor+xnor: 51 / 51 / 0.00617
fa+ha+maj: 26 / 26 / 0.00395
buf+inv: 268 / 803 / 0.0177
flops: 2110 / 2110 / 0.764
mux: 637 / 637 / 0.158
other cells: 0 / 1 / 0
simple gates: 522 / 522 / 0.0294
sequential cells by signal, summed over array words and instances, names as in the netlist, named ones only:
name,count
gr_wr_ptr_s1,9
gr_wr_ptr,8
gr_wr_ptr_s2,9
mem,2048
gr_rd_ptr,8
d_out,8
gr_rd_ptr_s1,9
gr_rd_ptr_s2,9
cells in the mapped netlist, drive strengths merged, types with 2 or more instances:
cell type	n
clkbuf	89
nor4b	2
mux4	532
a221oi	2
a211o	5
a22oi	43
nand4	2
buf	148
a221o	2
nand2	166
nor2	34
a22o	14
a32oi	2
clkinv	2
mux2i	105
o21ai	17
nor3	268
ha	26
a31oi	12
nor2b	3
dfxtp	36
and2	8
nand3	12
dfrtp	18
a21oi	88
o22ai	17
xnor3	3
xnor2	33
nor4	20
nor3b	2
and3	4
o221ai	23
inv	29
a311oi	6
edfxtp	2056
a211oi	21
o211ai	3
xor2	15
timing repair:
item	4_1_cts	5_1_grt
endpoints found under the setup margin	0	0
hold buffers	9	0
endpoints found under the hold margin	9	0
